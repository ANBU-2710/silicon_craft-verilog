$ cat flow/config.mk
export PLATFORM = sky130hd
export DESIGN_NAME = async_fifo
export DESIGN_NICKNAME = async_fifo
export VERILOG_FILES = /design/flow/design.v
export SDC_FILE = /design/flow/constraint.sdc
export NUM_CORES = 4
export LEC_CHECK = 1
export CORE_UTILIZATION = 50
export SYNTH_HDL_FRONTEND = slang
$ cat flow/constraint.sdc
current_design async_fifo

set clk_period 3.3
set clk_io_pct 0.2

create_clock -name clk0 -period $clk_period [get_ports {rclk}]
create_clock -name clk1 -period $clk_period [get_ports {wclk}]

set non_clock_inputs [all_inputs -no_clocks]
set_input_delay [expr $clk_period * $clk_io_pct] -clock clk0 $non_clock_inputs
set_output_delay [expr $clk_period * $clk_io_pct] -clock clk0 [all_outputs]
$ cat flow/design.v
module sync #(parameter WIDTH = 3) (
    input clk, rst_n,
    input [WIDTH:0] d_in,
    output reg [WIDTH:0] q_out
);
  reg [WIDTH:0] q1;
  always @(posedge clk or negedge rst_n) begin
    if (!rst_n) begin
      q1    <= 0;
      q_out <= 0;
    end else begin
      q1    <= d_in;
      q_out <= q1;
    end
  end
endmodule
module wptr_handler #(parameter PTR_WIDTH = 3) (
    input wclk, wrst_n, w_en,
    input [PTR_WIDTH:0] g_rptr_sync,
    output reg [PTR_WIDTH:0] b_wptr, g_wptr,
    output reg full
);
  wire [PTR_WIDTH:0] b_wptr_next, g_wptr_next;
  wire wfull;
  assign b_wptr_next = b_wptr + (w_en & !full);
  assign g_wptr_next = (b_wptr_next >> 1) ^ b_wptr_next;
  always @(posedge wclk or negedge wrst_n) begin
    if (!wrst_n) begin
      b_wptr <= 0;
      g_wptr <= 0;
      full   <= 0;
    end else begin
      b_wptr <= b_wptr_next;
      g_wptr <= g_wptr_next;
      full   <= wfull;
    end
  end
  assign wfull = (g_wptr_next == {~g_rptr_sync[PTR_WIDTH:PTR_WIDTH-1], g_rptr_sync[PTR_WIDTH-2:0]});
endmodule
module rptr_handler #(parameter PTR_WIDTH = 3) (
    input rclk, rrst_n, r_en,
    input [PTR_WIDTH:0] g_wptr_sync,
    output reg [PTR_WIDTH:0] b_rptr, g_rptr,
    output reg empty
);
  wire [PTR_WIDTH:0] b_rptr_next, g_rptr_next;
  wire rempty;
  assign b_rptr_next = b_rptr + (r_en & !empty);
  assign g_rptr_next = (b_rptr_next >> 1) ^ b_rptr_next;
  always @(posedge rclk or negedge rrst_n) begin
    if (!rrst_n) begin
      b_rptr <= 0;
      g_rptr <= 0;
      empty  <= 1;
    end else begin
      b_rptr <= b_rptr_next;
      g_rptr <= g_rptr_next;
      empty  <= rempty;
    end
  end
  assign rempty = (g_rptr_next == g_wptr_sync);
endmodule
module fifo_mem #(parameter DEPTH = 8, DATA_WIDTH = 8, PTR_WIDTH = 3) (
    input wclk, w_en, full,
    input [PTR_WIDTH:0] b_wptr, b_rptr,
    input [DATA_WIDTH-1:0] data_in,
    output [DATA_WIDTH-1:0] data_out
);
  reg [DATA_WIDTH-1:0] fifo [0:DEPTH-1];
  always @(posedge wclk) begin
    if (w_en & !full)
      fifo[b_wptr[PTR_WIDTH-1:0]] <= data_in;
  end
  assign data_out = fifo[b_rptr[PTR_WIDTH-1:0]];
endmodule
module async_fifo #(parameter DEPTH = 8, DATA_WIDTH = 8) (
    input  wclk, rclk, wrst_n, rrst_n, w_en, r_en,
    input  [DATA_WIDTH-1:0] data_in,
    output [DATA_WIDTH-1:0] data_out,
    output full, empty
);
  parameter PTR_WIDTH = $clog2(DEPTH);
  wire [PTR_WIDTH:0] b_wptr, b_rptr;
  wire [PTR_WIDTH:0] g_wptr, g_rptr;
  wire [PTR_WIDTH:0] g_wptr_sync, g_rptr_sync;
  sync #(PTR_WIDTH) sync_w2r (
    .clk(rclk),
    .rst_n(rrst_n),
    .d_in(g_wptr),
    .q_out(g_wptr_sync)
  );
  sync #(PTR_WIDTH) sync_r2w (
    .clk(wclk),
    .rst_n(wrst_n),
    .d_in(g_rptr),
    .q_out(g_rptr_sync)
  );
  wptr_handler #(PTR_WIDTH) h_wptr (
    .wclk(wclk),
    .wrst_n(wrst_n),
    .w_en(w_en),
    .g_rptr_sync(g_rptr_sync),
    .b_wptr(b_wptr),
    .g_wptr(g_wptr),
    .full(full)
  );
  rptr_handler #(PTR_WIDTH) h_rptr (
    .rclk(rclk),
    .rrst_n(rrst_n),
    .r_en(r_en),
    .g_wptr_sync(g_wptr_sync),
    .b_rptr(b_rptr),
    .g_rptr(g_rptr),
    .empty(empty)
  );
  fifo_mem #(DEPTH, DATA_WIDTH, PTR_WIDTH) fifo_mem_top (
    .wclk(wclk), 
    .w_en(w_en), 
    .full(full),
    .b_wptr(b_wptr),
    .b_rptr(b_rptr),
    .data_in(data_in),
    .data_out(data_out)
  );
endmodule
$ cat flow/run.sh
#!/bin/bash
# OpenROAD 26Q1-2900-gdf79404cd8, Yosys 0.63+post, stock flow scripts
make -C /OpenROAD-flow-scripts/flow DESIGN_CONFIG=/design/flow/config.mk WORK_HOME=/design/flow/orfs finish
==> notes.md <==
Main metrics from the flow reports.

The proportion of synthesized chip area in sequential cells came out at 0.738. The fraction of the mapped netlist area in adder cells came out at 0.0136. Listed in order, past its start point the critical path passes buf_4, mux4_1, mux2_2, clkdlybuf4s50_1. The fill cell total of the finished layout is 499. The floorplan die area came out at 7730 um2. Per the OpenROAD power report, leakage power amounts to around 1.6 nW. The remaining number of nets flagged by the antenna check after routing came out at 0. The number of clock sinks is roughly 96. The area of the core is roughly 6900 um2. The number of ports placed on the die boundary came out at 24. The number of library cell types mapped by synthesis came out at 25. The vias after detailed routing came out at 1720. The number of instances in the placed design came out at between 300 and 400. The worst setup path is captured at an output port. The sequential cells in the finished layout cover a total of 2720 um2.

The total routed wirelength is ~6 mm. The via count of the first global-routing pass came out at 1757. The type of the worst setup path is register to output port. The arrival time of data at the worst endpoint is listed as ~2200 ps.

The maximum fanout count along the critical path came out at 18. The areal power density over the cells came out at ~900 nW/um2. The basic-gate share of the synthesized area counting and, or, nand and nor cells came out at 0.0336. The number of logged tool warnings is 27. The synthesis-stage register bit count is around 96. The port buffer count is 22. Of the total synthesized cell area, the portion taken by XOR and XNOR cells is 0.0519.

The number of hold buffers added after CTS came out at 0. The internal cell power is between 2 and 3 mW. The repair_antennas step left the layout with diodes totalling 0. The Yosys warning count came out at 0. The sum of negative setup slack is 0 ps. The area growth from synthesis to layout is 16.9%. In this run, the synthesized area fraction spent on AND-OR/OR-AND gates is recorded as 0.0129. The TritonCTS clock tree is yes. The remaining global-route overflow is 0.

Of the total power, combinational logic draws 0.314. The effective utilization at floorplan is 0.532. The completed layout was analyzed and its total power is 3.85 mW. Entering global routing, the biggest net connects 19 pins. The final timing report lists a max-slew violation count of 0.

The area of the mapped netlist came out at 3690 um2. STA classifies the critical path startpoint as a register. The logic area is about 920 um2.

The relative slew slack came out at 0.556. The share of layout cells above drive strength 1 came out at 0.178. The number of cells in the yosys synthesis report is 183. The placement summary gives the final routability congestion estimate as ~0.8. The detailed placement HPWL is roughly 3.6 mm.

Per the power-grid run, VDD falls by no more than about 0.44 mV. The top cell family by delay on the critical path is multiplexers. The mean cell area of the mapped netlist came out at ~20 um2. Setup repair after global routing left no endpoint under its margin.

The row count is 30. The worst-margin pin slew is approximately 660 ps. At the worst endpoint, the required time is around 2600 ps. Across every metal layer, demand over resource in global routing totals 0.188.

The share of cell area taken by muxes after synthesis is 0.137. The sequential share of power came out at 0.463. Detailed-route iteration 0 reported a violation count of a little under 80. The run finished with clean final reports.

The most critical min-delay path falls under register to register. For this design, the slowest cell found on the critical path is mux4_1. Summing all placed instances gives a cell area of between 4000 and 5000 um2. The final-report setup violation count came out at 0. The script logs the mean routed wire length per placed instance as roughly 18 um. Post-CTS timing repair inserted 0 buffers for setup. The count of instances resized after the clock tree is built came out at 0.

The first-pass iteration count of the detailed router came out at 4. In the final run the clock tree shows a worst skew of between 10 and 15 ps. The horizontal die dimension is between 80 and 90 um. The finished layout cell area came out at about 4300 um2. Per the run summary, max-cap violations total 0. The initial antenna violation count is 0.

Per the post-synthesis report, the number of cells in the design is about 180. The count of final hold-check violations came out at 0. The die height came out at between 80 and 90 um. The CTS clock-pin slew for the worst setup and hold paths came out at roughly 80 ps. For this design the total switching power over the nets is approximately 1.1 mW.

The first global-routing pass estimated 9.20 mm of wire. The final cell count without fillers is roughly 330. The delay of the slowest critical-path stage came out at ~590 ps. Together, buffers and inverters on the worst path number 2. The clock network fraction of design power came out at 0.223. The residual DRC count came out at 0.

Yosys shows that the main logic family after synthesis is multiplexers. The detail-routed via count per cell is ~5.3. The area figure in the yosys stat output came out at around 3700 um2. The fraction of power spent switching nets is 0.287.
-- final cells by class --
cell class	count	share of cell area
clock buffers	13	0.0415
clock inverters	7	0.0160
flip-flops and latches	96	0.631
multi-input cells	81	0.213
repair buffers	33	0.0702
well taps	96	0.0278
-- worst register-to-register path: cells and delay by family (launching register included) --
| kind | cells | cell delay, ps |
|---|---|---|
| AOI/OAI and AO/OA | 1 | 220 |
| xor gates and xnor gates | 2 | 340 |
| adders and majority gates | 2 | 470 |
| DFF | 1 | 400 |
| and+or+nand+nor | 2 | 560 |
-- through the flow --
step	util	hold WS, ps	setup slack, ps
after floorplan	-	331	1110
after global placement	0.586	334	611
after detailed placement	0.586	335	524
after CTS	0.621	274	436
after global routing	0.621	302	367
final	0.621	292	470
-- path summary, 6_finish.rpt --
check | slack [ps] | endpoint | start | cells past startpoint
min in group asynchronous | 720 | h_wptr.full | wrst_n | 1
worst min-delay path | 290 | sync_r2w.q1[1] | h_rptr.g_rptr[1] | 0
worst max register to register | 1250 | h_wptr.full | h_wptr.full | 7
min in group clk0 | 350 | sync_w2r.q_out[3] | sync_w2r.q1[3] | 0
max in group clk1 | 880 | h_wptr.full | w_en | 8
worst min register to register | 290 | sync_r2w.q1[1] | h_rptr.g_rptr[1] | 0
worst max-delay path | 470 | data_out[1] | h_rptr.b_rptr[0] | 4
max in group asynchronous | 2060 | sync_w2r.q_out[0] | rrst_n | 1
-- cell usage in the layout, fill, tap and decap left out, drive strengths merged --
cell type       n
buf            11
inv             2
clkbuf         13
dfrtp          31
mux4           16
xnor2          12
dfstp           1
nand2           4
clkdlybuf4s50  22
or3             1
a211oi          1
a21boi          1
nand3           3
mux2            8
nor3            2
a2111oi         1
a21oi           2
bufinv          1
clkinvlp        1
nor2b           4
a221oi          1
xor2            9
ha              4
edfxtp         64
clkinv          3
nand2b          3
nor2            9
-- metal layers --
| layer | vias up | track usage | share of wire |
|---|---|---|---|
| met1 | 851 | 0.327 | 0.44 |
| met4 | 0 | 0.0283 | 0.017 |
| li1 | 792 | - | - |
| met5 | - | 0 | 0 |
| met2 | 67 | 0.253 | 0.45 |
| met3 | 10 | 0.0954 | 0.094 |
-- power by group through the flow --
stage	Clock [mW]	Combinational (mW)	Sequential [mW]
after global routing	0.942	1.33	1.82
after CTS	0.879	1.23	1.79
final	0.857	1.21	1.78
-- synthesized netlist by cell type --
cell type	n	area, um2
edfxtp_1	64	1920
ha_1	4	50.1
nand3_1	3	15.0
xnor2_1	12	105
dfrtp_1	31	776
a221oi_1	1	8.76
buf_2	2	10.0
nor2b_1	4	25.0
or3_1	1	6.26
nor3_1	2	10.0
buf_6	3	33.8
a21oi_1	2	10.0
a2111oi_0	1	8.76
nand2_1	4	15.0
xor2_2	1	16.3
mux4_2	1	22.5
mux4_1	15	394
mux2_2	8	90.1
a21boi_0	1	7.51
dfstp_2	1	26.3
xor2_1	8	70.1
a211oi_2	1	12.5
clkbuf_1	1	3.75
nand2b_1	3	18.8
nor2_1	9	33.8
-- state kept, by name, indices dropped and copies added (netlist names) --
signal,count
fifo_mem_top.fifo,64
h_rptr.b_rptr,4
h_wptr.b_wptr,4
sync_r2w.q1,4
sync_r2w.q_out,4
sync_w2r.q1,4
sync_w2r.q_out,4
h_rptr.g_rptr,3
h_wptr.g_wptr,3
h_rptr.empty,1
h_wptr.full,1
-- cells by family after synthesis --
group / Yosys count
DFF: 96
adders and majority gates: 4
and+or+nand+nor: 26
AOI/OAI and AO/OA: 6
muxes: 24
xor gates and xnor gates: 21
buffers and inverters: 6
No activity file was given, so power comes from the tool's default toggle rates.
