`config.mk`:
```
export PLATFORM = sky130hd
export DESIGN_NAME = bcd_7seg
export DESIGN_NICKNAME = bcd_7seg
export VERILOG_FILES = /design/flow/design.v
export SDC_FILE = /design/flow/constraint.sdc
export NUM_CORES = 4
export LEC_CHECK = 1
export CORE_AREA = 10 10 70 70
export DIE_AREA = 0 0 80 80
export SYNTH_HDL_FRONTEND = slang
```
`constraint.sdc`:
```
current_design bcd_7seg

set clk_period 1.7
set clk_io_pct 0.2

create_clock -name clk0 -period $clk_period

set non_clock_inputs [all_inputs -no_clocks]
set_input_delay [expr $clk_period * $clk_io_pct] -clock clk0 $non_clock_inputs
set_output_delay [expr $clk_period * $clk_io_pct] -clock clk0 [all_outputs]
```
`design.v`:
```
module bcd_7seg(
	input [3:0]bcd,
	output reg a,b,c,d,e,f,g
);
always@(*)begin
	case(bcd)
		4'd0:{a,b,c,d,e,f,g} = 7'b1111110;
		4'd1:{a,b,c,d,e,f,g} = 7'b0110000;
		4'd2:{a,b,c,d,e,f,g} = 7'b1101101;
		4'd3:{a,b,c,d,e,f,g} = 7'b1111001;
		4'd4:{a,b,c,d,e,f,g} = 7'b0110011;
		4'd5:{a,b,c,d,e,f,g} = 7'b1011011;
		4'd6:{a,b,c,d,e,f,g} = 7'b1011111;
		4'd7:{a,b,c,d,e,f,g} = 7'b1110000;
		4'd8:{a,b,c,d,e,f,g} = 7'b1111111;
		4'd9:{a,b,c,d,e,f,g} = 7'b1111011;
		default:{a,b,c,d,e,f,g} = 7'b0000001;
	endcase
end
endmodule
```
`run.sh`:
```
#!/bin/bash
# OpenROAD 26Q1-2900-gdf79404cd8, Yosys 0.63+post, stock flow scripts
make -C /OpenROAD-flow-scripts/flow DESIGN_CONFIG=/design/flow/config.mk WORK_HOME=/design/flow/orfs finish
```
==> flow_summary.toml <==
# yosys + openroad results
[setup_path]
path_class = "in -> out"
worstPathRequired_ns = 1.36
crit_fanout = 5
arrival_ns = 1.32
end_kind = "output pin"
startpoint_type = "input port"

[placement]
place_area_um2 = 408
io_buffer_count = 11
dp_hpwl_um = 665
place_ws_ns = -0.667
place.gp.congestion = 0.840

[floorplan]
initial_core_util = 0.0659
die_area_mm2 = 0.00640
ios = 11
rows = 21
die_w_um = 80
die_height_um = 80
core_area_mm2 = 0.00342

[cells_and_area]
seq_cell_count = 0
drive_above_1_share = 0.386
layout_top_cells = "dlygate4sd2_1 (6), buf_4 (5), ha_1 (4)"
nClkBuffers = 0
syn_to_final_growth_pct = 88.9
flop_area_um2 = 0
final_area_um2 = 425
lay_top_count = "dlygate4sd2_1"

[detailed_routing]
met2_length_um = 513
drt-vias-per-instance = 2.69
drtIter0Drc = 0
num_vias = 242
ant_nets = 0
met1_length_um = 231
top_layer = "met2"
first_pass_iters = 1
wl_met3_um = 0
diodes = 0
drt_wl_total_um = 745
post-route-drc-count = 0
wl_per_cell_um = 8.28

[timing]
slew_violations = 0
relSlewSlack = 0.887
max_freq_mhz = 603
tightestPinTransition_ns = 0.170
timing.hold.ws_ns = 1.17
finalClockPeriodUsage = 0.976
grt_setup_unrepaired = "yes"
hold_viol_final = 0
fin_ws_ns = 0.0416
fin_crit_ns = 1.66
setup_violations = 0

[worst_hold_path]
hold_start = "bcd[3]"
min_path_type = "in -> out"
holdPathEnd = "b"
whs_path_depth = 3

[synthesis]
synth_top_area_share = 0.333
yosys-top-cells-area = "ha_1 (33%), buf_6 (10%), inv_1 (8.3%)"
ys_cells = 29
ys_area_um2 = 225
synthCells = 29
synth.cell_area_um2 = 225
ys_seq_share = 0
top_area_cell = "ha_1"
ys_warn_count = 0
syn_avg_cell_area_um2 = 7.77
synth.distinct_cells = 15

[power]
power.switching_uw = 35.1
ir_worst_vdd_mv = 0.0172
clkPwrFrac = 0
leakagePower_nw = 0.196
p_seq_frac = 0
combPwrFrac = 1.000
swShare = 0.423
power.total_uw = 83.0
p_int_uw = 47.9
cellPowerDensity_mw_per_mm2 = 195

[job]
warnings = 38
cap_violations = 0

[status]
run_status = "finished, final reports clean"

[global_route]
grt_max_degree = 8
grt_overflow = 0
antenna_found_initial = 0
grt_usage = 0.0219
grt_pass1_wl_mm = 1.15
grt_pass1_vias = 247

[clock_network]
cts_hold_buffers = 0
## power groups by stage
stage         combinational (mW)  clock [mW]  sequential, mW
CTS                       0.0806           0               0
global route              0.0918           0               0
finish                    0.0830           0               0
## per-stage QoR
step / instances / utilization / setup TNS [ns]
after CTS: 90 / 0.121 / 0
after global placement: 89 / 0.119 / -3.87
final: 90 / 0.125 / 0
after detailed placement: 89 / 0.119 / -4.00
after global routing: 90 / 0.125 / -0.00858
after floorplan: 29 / - / 0
## critical path, cell delays in order
cell and delay (ns):
buf_2 0.12, buf_6 0.13, buf_4 0.13, mux2_4 0.27
o22ai_2 0.10, dlygate4sd2_1 0.23
## kinds of logic after synthesis
logic type | Yosys count | synth area share
AOI/OAI and AO/OA | 9 | 0.267
adders and majority gates | 6 | 0.333
buffers and inverters | 7 | 0.183
muxes | 1 | 0.0666
and+or+nand+nor | 6 | 0.150
## repair_timing
action | in CTS | in global routing
pin swaps | 4 | 0
setup buffers | 1 | 0
gates resized | 32 | 2
endpoints found under the setup margin | 7 | 1
## synthesized netlist by cell type
library cell,number
o31a_1,1
ha_1,6
nor2b_1,1
mux2_4,1
nand2_1,1
and2b_1,1
buf_6,2
a21o_1,2
nor2_1,1
or2_1,1
a22oi_1,1
o21ai_0,2
o22ai_1,3
inv_1,5
nand2b_1,1
## worst max path at each step
stage / start / to / slack, ns / depth (start not counted)
6_report: bcd[1] / d / 0.04 / 6
5_1_grt: bcd[1] / d / -0.009 / 6
4_1_cts: bcd[1] / a / 0.02 / 6
## cell type report
cell class / count / area [µm²]
fillers: 401 / 2990
inverters: 5 / 18.8
multi-input cells: 22 / 211
well taps: 46 / 57.6
repair buffers: 17 / 138
## per-layer routing
layer | vias to the layer above | track usage
li1 | 126 | -
met2 | 0 | 0.0522
met3 | 0 | 0
met4 | 0 | 0
met1 | 116 | 0.0198
met5 | - | 0
Power and IR drop assume default switching activity.
